===== run.sh =====
#!/bin/bash
# OpenROAD 26Q1-2900-gdf79404cd8, Yosys 0.63+post, stock flow scripts
make -C /OpenROAD-flow-scripts/flow DESIGN_CONFIG=/design/flow/config.mk WORK_HOME=/design/flow/orfs finish

===== config.mk =====
export PLATFORM = sky130hd
export DESIGN_NAME = three_to_8_multi
export DESIGN_NICKNAME = three_to_8_multi
export VERILOG_FILES = /design/flow/design.v
export SDC_FILE = /design/flow/constraint.sdc
export NUM_CORES = 4
export LEC_CHECK = 1
export CORE_AREA = 10 10 70 70
export DIE_AREA = 0 0 80 80

===== constraint.sdc =====
current_design three_to_8_multi

set clk_period 1.9
set clk_io_pct 0.2

create_clock -name clk0 -period $clk_period

set non_clock_inputs [all_inputs -no_clocks]
set_input_delay [expr $clk_period * $clk_io_pct] -clock clk0 $non_clock_inputs
set_output_delay [expr $clk_period * $clk_io_pct] -clock clk0 [all_outputs]

===== design.v =====
module three_to_8_multi(a,b,c,d,e,f,g,h,s,y);
input [2:0] a,b,c,d,e,f,g,h;
input [2:0] s;
output reg [2:0] y;
always@*
	if(s==3'b000)
		y[2:0] = a[2:0];
	else if(s==3'b001)
		y[2:0] = b[2:0];
	else if(s==3'b010)
		y[2:0] = c[2:0];
	else if(s==3'b011)
		y[2:0] = d[2:0];
	else if(s==3'b100)
		y[2:0] = e[2:0];
	else if(s==3'b101)
		y[2:0] = f[2:0];
	else if(s==3'b110)
		y[2:0] = g[2:0];
	else
		y[2:0] = h[2:0];
endmodule

==> out/qor.txt <==
Io pins: 30
Log Warnings: 32
Most frequent cells after synthesis: inv_1, nor2_1, o32ai_2
Setup crit end kind: primary output
RSZ-0062 raised after global routing: no
Clock buffers: 0
Post-Syn Instances: 38
Die area: 6400 µm²
Pwr dens: 203 nW/µm²
Post-Route WL: 1480 µm
Sequential area share after synthesis: 0
TNS Setup: 0 ns
Via count of the first global-routing pass: 514
Slew headroom: 0.823
Vias per std cell: 3.53
Final hold vios: 0
Cell taking the most area after synthesis: o32ai_2
Status: complete, no violations
Starting DRC count in detailed routing: 10
DR DRC count: 0
Required @ worst endpoint: 1.52 ns
Routability cong.: 0.762
# placed instances: 117
Layout Cells excl Fill: 118
Crit path max fanout: 1
Row cnt: 21
First-pass DRT Iterations: 2
Worst Path Arrival: 1.49 ns
Setup bufs post-CTS: 0
I/O Buffers: 30
Avg Inst Size Synth: 9.25 µm²
Largest net degree at the start of global routing: 10
Int Power: 101 µW
Switching portion of total power: 0.327
Die Y: 80 µm
Diode count: 0
Initial antenna violation count: 0
Seq_cells: 0
Max_cap viols: 0
GRT Util Overall: 0.0468
Final HPWL DP: 1290 µm
Pwr Total: 150 µW
Starting Density: 0.103
Chip Area, Yosys: 352 µm²
Fin crit period: 1.87 ns
First-pass GRT wire length: 2440 µm
F_max: 0.534 GHz
Biggest area cells: o32ai_2, mux4_2, nor2b_4, mux4_1, buf_6
Setup CP Type: input port to primary output
Fill cell count: 389
Hold WS: 1.24 ns
Maximum VDD drop: 0.0464 mV
Worst Max-Slew Pin Slew: 0.264 ns
Clock power frac: 0
Routed len/inst: 12.6 µm
Cell area after layout: 738 µm²
YS warnings: 1
Synth-to-Final Area Change: 110%
Layout cells sized above 1: 0.417
Die span in x: 80 µm
Final Cycle Share: 0.986
FF+latch area: 0 µm²
Net switching power figure: 49.0 µW
Sequential fraction of design power: 0
# Cells Yosys: 38
Yosys top cell area share: 0.139
Logic area: 308 µm²
Distinct lib cells: 22
Final setup violation count: 0
Final worst setup slack: 0.0264 ns
Leakage: 0.321 nW
Startpoint types: input port
Antenna-violating nets left: 0
Routed vias: 416
Fin util: 0.216
Hold Buf Count CTS: 0
Comb pwr share: 1.000
Post-Syn Area: 352 µm²
Placed inst area: 742 µm²
Hold/Removal Path Class: input port to primary output
GRT overflow: 0
Pins Over Slew Limit: 0
Setup WS pre-CTS: -0.655 ns
Core ar.: 3420 µm²
logic make-up (layout without fill, tap and decap cells):
logic type      count (synthesis)  after routing  synth area share
mux                             6              6             0.306
buf+inv                         8             42             0.135
compound gates                 12             12             0.331
simple gates                   12             12             0.228
cells in the final DEF (no fill, tap or decap), types with 3 or more instances in the layout:
| cell type | count |
|---|---|
| clkdlybuf4s50_1 | 12 |
| dlygate4sd2_1 | 11 |
| buf_4 | 6 |
| o32ai_2 | 4 |
| buf_2 | 4 |
| nor2_1 | 3 |
| mux4_2 | 3 |
power by group through the flow:
stage                 sequential [mW]  combinational, mW  clock (mW)
final                               0              0.150           0
after global routing                0              0.163           0
after CTS                           0              0.152           0
per-layer routing:
metal | global-route usage | part of all wire | vias up
met2 | 0.104 | 0.62 | 6
met4 | 0 | 0 | 0
met3 | 0.00795 | 0.042 | 0
met1 | 0.0433 | 0.34 | 198
li1 | - | - | 212
met5 | 0 | 0 | -
what timing repair did:
action / 4_1_cts / 5_1_grt
gates cloned: 1 / 0
pin swaps: 2 / 0
gates resized: 30 / 5
setup endpoints to repair: 3 / 3
worst max-delay path, cell delays in order:
cell             delay [ns]
clkdlybuf4s50_1        0.40
mux4_2                 0.46
clkinv_2               0.06
o32ai_2                0.07
buf_2                  0.12
final timing paths:
path / slack, ns / startpoint / cells past startpoint / endpoint
setup / recovery: 0.03 / b[0] / 5 / y[0]
hold / removal: 1.24 / s[2] / 4 / y[0]
final cells by class:
cell class                 instances  share of cell area
inverter                           4              0.0220
multi-input combinational         30               0.417
tap                               46              0.0780
timing repair buffer              38               0.483
No activity file was given, so power comes from the tool's default toggle rates.
