$ cat /design/flow/design.v
module n_clk_divider(clkin,clkOut);
parameter n=5;
input clkin;
output reg  clkOut;
wire [27:0] stuff;
reg [27:0] divider;
reg [27:0] counter;
always@(n)
begin
	divider=n*1000000;
end
always@(posedge clkin)
	begin
	if(counter>=(divider))	
	begin
		clkOut <= !clkOut;
		counter=0;
	end
	else
		counter=counter+1;
	end
endmodule
$ cat /design/flow/run.sh
#!/bin/bash
# OpenROAD 26Q1-2900-gdf79404cd8, Yosys 0.63+post, stock flow scripts
make -C /OpenROAD-flow-scripts/flow DESIGN_CONFIG=/design/flow/config.mk WORK_HOME=/design/flow/orfs finish
$ cat /design/flow/config.mk
export PLATFORM = sky130hd
export DESIGN_NAME = n_clk_divider
export DESIGN_NICKNAME = n_clk_divider
export VERILOG_FILES = /design/flow/design.v
export SDC_FILE = /design/flow/constraint.sdc
export NUM_CORES = 4
export LEC_CHECK = 1
export CORE_AREA = 10 10 110 110
export DIE_AREA = 0 0 120 120
$ cat /design/flow/constraint.sdc
current_design n_clk_divider

set clk_period 4.8
set clk_io_pct 0.2

create_clock -name clk0 -period $clk_period [get_ports {clkin}]

set non_clock_inputs [all_inputs -no_clocks]
set_input_delay [expr $clk_period * $clk_io_pct] -clock clk0 $non_clock_inputs
set_output_delay [expr $clk_period * $clk_io_pct] -clock clk0 [all_outputs]
==> impl_metrics.py <==
# Generated from Yosys and OpenROAD reports
metrics = {
    "status": {
        "status": "complete, no violations",
    },
    "final_timing": {
        "fmax_mhz": 439.9,
        "fin_crit_ps": 2273,
        "grt_setup_unrepaired": "no",
        "relSlewSlack": 0.5300,
        "finalSetupViolations": 0,
        "tightest_slew_ps": 704.9,
        "hold_viol": 0,
        "finalMaxSlewViolations": 0,
        "skew_ps": 7.984,
        "fin_tns_setup_ps": 0,
        "timing.final.crit_share": 0.4735,
    },
    "clock_network": {
        "cts_tree": "yes",
        "path_clk_slew_ps": 60,
        "cts_root_buf": "clkbuf_8",
        "postCtsSetupBuffers": 0,
        "cts.path.max_buffers": 2,
        "cts_buffers": 5,
        "cts.repair.resized": 0,
        "cts_hold_buf": 0,
        "clkLatencyLatePin_ps": 280,
        "h-tree-depth": 2,
        "numClockSinks": 29,
    },
    "yosys": {
        "async_reset_ff_frac": 0,
        "syn_area_per_cell_um2": 9.425,
        "yosysChipArea_um2": 1310,
        "synthDistinctLibCells": 31,
        "syn_inst": 139,
        "ys_warn_count": 1,
        "synth-edff-count": 1,
        "ys_seq_frac": 0.4508,
        "synth_area_um2": 1310,
        "synth-main-ff-cell": "dfxtp_1",
        "ys_seq_elements": 29,
        "synth_stat.cells": 139,
    },
    "floorplan": {
        "die_w_um": 120,
        "core_area_um2": 9774,
        "io_pins": 2,
        "rows": 36,
        "die_y_um": 120,
        "fp_util": 0.1340,
        "die_area_um2": 14400,
    },
    "detailed_routing": {
        "final_antenna_net_count": 0,
        "antenna_cells": 0,
        "vias": 978,
        "dr.pass1.iters": 4,
        "wire_per_inst_um": 7.787,
        "drt_iter0_drc": 47,
        "drc": 0,
        "wirelength_um": 2196,
        "via_per_inst": 3.468,
    },
    "pwr": {
        "power.leakage_nw": 0.3933,
        "powerDensity_nw_per_um2": 275.8,
        "irDropWorstVdd_v": 0.0001093,
    },
    "finish": {
        "final_area_um2": 1589,
        "area_growth_pct": 21.30,
        "drive_gt1_frac": 0.1208,
    },
    "setup_path": {
        "path_class": "reg -> reg",
        "crit_path_end_kind": "flip-flop",
        "crit_required_ps": 4790,
        "path_cells": "nor3_1, nand4_1, a2111oi_4, buf_4, or2_1",
        "worst_path_max_delay_cell": "a2111oi_4",
        "cp_data_arrival_time_ps": 2260,
        "crit_fanout": 13,
        "cp-start-kind": "flip-flop",
        "crit_path_max_incr_delay_ps": 710,
    },
    "global_route": {
        "grt_pass1_vias": 882,
        "gr-total-overflow": 0,
        "antenna_found_initial": 0,
        "grt_max_degree": 16,
        "grtUsageTotal": 0.03225,
        "grt_pass1_wl_um": 4002,
    },
    "worst_hold_path": {
        "hp-class": "reg -> reg",
    },
    "place": {
        "place_hpwl_um": 1503,
        "portBuffers": 1,
        "postPlaceCellArea_um2": 1506,
        "gp_congestion": 0.8000,
    },
    "run": {
        "tool_warnings": 27,
        "maxCapViolCount": 0,
    },
}
-- registers in the layout, summed over array words and instances, names as in the netlist --
signal and flops:
clkOut 1, counter 28
-- per-layer routing --
layer	wire [um]	track usage	vias up
met1	1131	0.04527	444
met4	17	0.005279	0
met5	0	0	-
met2	925	0.04574	13
li1	-	-	519
met3	121	0.01380	2
-- per-stage QoR --
stage                     instances    util  hold WS [ps]  worst slack (ps)  power [W]
final                           282  0.1626         479.1              2527  0.0004382
after global routing            282  0.1626         502.1              2375  0.0004607
after CTS                       282  0.1626         479.5              2532  0.0004466
after detailed placement        274  0.1541         470.8              2549  0.0002597
after global placement          274  0.1541         473.5              2579  0.0002596
after floorplan                 143       -         438.5              2983  0.0002553
-- worst paths after layout --
| path | slack [ps] | cells after the start | startpoint | to |
|---|---|---|---|---|
| worst max-delay path | 2530 | 5 | counter[17] | clkOut |
| worst min-delay path | 480 | 2 | counter[22] | counter[22] |
| worst max register to register | 2530 | 5 | counter[17] | clkOut |
| worst min register to register | 480 | 2 | counter[22] | counter[22] |
-- power breakdown --
part / leakage, nW / internal (W) / switching, W
registers: 0.237 / 0.000247 / 0.00000158
logic: 0.111 / 0.00000352 / 0.00000234
clock network: 0.0450 / 0.000100 / 0.0000841
-- final cells by class --
class                      instances  area, um2
sequential                        29      590.6
timing repair buffer               3      25.02
clock buffer                       6      72.57
fill                            1084       8185
multi-input combinational        100      690.7
inverter                           9      33.78
clock inverter                     2      10.01
tap                              133      166.4
-- cells in the final DEF, fill, tap and decap left out, types with 3 or more instances in the layout --
cell | Yosys | layout
conb_1 | 1 | 5
nand4_1 | 6 | 6
nand3_1 | 4 | 4
nand2_1 | 6 | 6
a211oi_1 | 3 | 3
or3_1 | 6 | 6
dfxtp_1 | 28 | 28
o21ai_0 | 7 | 7
xnor2_1 | 13 | 13
nor3_1 | 20 | 20
inv_1 | 9 | 9
a211oi_2 | 4 | 4
nor4_1 | 4 | 4
nor2_1 | 5 | 5
clkbuf_8 | 0 | 5
-- cell families after synthesis --
family | after synthesis | synth area share
adder cells (fa/ha/maj) | 2 | 0.01910
XOR/XNOR | 14 | 0.09360
other | 1 | 0.002863
AND/OR/NAND/NOR | 61 | 0.2789
flip-flops | 29 | 0.4508
AND-OR/OR-AND | 18 | 0.1117
buffers and inverters | 14 | 0.04298
-- Yosys cell counts, types with 2 or more instances --
library cell	instances	area [um2]
or3_1	6	37.54
nor2_1	5	18.77
nand2_1	6	22.52
buf_2	3	15.01
a211oi_2	4	50.05
ha_1	2	25.02
dfxtp_1	28	560.5
nor3_1	20	100.1
inv_1	9	33.78
nor4_1	4	25.02
nand4_1	6	37.54
nand3_4	2	35.03
o21ai_0	7	35.03
or4_1	2	15.01
clkbuf_1	2	7.510
nand3_1	4	20.02
a211oi_1	3	22.52
xnor2_1	13	113.9
-- critical path, delay by kind of cell (launching register included) --
family | cells | cell delay (ps)
AND-OR/OR-AND | 1 | 710
buffers and inverters | 1 | 320
flip-flops | 1 | 330
AND/OR/NAND/NOR | 3 | 620
Power and IR drop assume default switching activity.
