==> ./design.v <==
module square_wave_gen(clk,note,en,speak_out);
input clk,en;
input [2:0] note;
output reg speak_out;
reg speak;
reg [19:0]  maxcnt;
reg [19:0] clk_count;
always @(note)
	begin
		case(note)
		0:maxcnt=0;			 
		1:maxcnt=113636;   
		2:maxcnt=101235;	 
		3:maxcnt=191131;	 
		4:maxcnt=170241;	 
		5:maxcnt=151699;	 
		6:maxcnt=143184;	 
		7:maxcnt=127551;	 
		endcase
	end
always@(posedge clk)
begin
	if(clk_count>=maxcnt)	
	begin
		speak <= !speak;		 
		clk_count=0;
	end
	else
		clk_count=clk_count+1;
	if(en)
		speak_out=speak;
	else
		speak_out=0;
end
endmodule		
==> ./run.sh <==
#!/bin/bash
# OpenROAD 26Q1-2900-gdf79404cd8, Yosys 0.63+post, stock flow scripts
make -C /OpenROAD-flow-scripts/flow DESIGN_CONFIG=/design/flow/config.mk WORK_HOME=/design/flow/orfs finish
==> ./config.mk <==
export PLATFORM = sky130hd
export DESIGN_NAME = square_wave_gen
export DESIGN_NICKNAME = square_wave_gen
export VERILOG_FILES = /design/flow/design.v
export SDC_FILE = /design/flow/constraint.sdc
export NUM_CORES = 4
export LEC_CHECK = 1
export CORE_AREA = 10 10 103 103
export DIE_AREA = 0 0 113 113
==> ./constraint.sdc <==
current_design square_wave_gen

set clk_period 6.3
set clk_io_pct 0.2

create_clock -name clk0 -period $clk_period [get_ports {clk}]

set non_clock_inputs [all_inputs -no_clocks]
set_input_delay [expr $clk_period * $clk_io_pct] -clock clk0 $non_clock_inputs
set_output_delay [expr $clk_period * $clk_io_pct] -clock clk0 [all_outputs]
==> run notes <==
yosys + openroad results -> status completed, via count 1110, floorplan utilization 17.9%, # Cells Yosys 175, first-pass GRT wire length 5040 microns, mux frac, synth 1.44%, final wirelength 2740 microns, grt ovf 0, clk_skew between 0.006 and 0.007 ns, total clock sinks 22, top_reg_cell synth dfxtp_1, Tmin final 3.92 ns, Mapped Avg Cell Area ~8.5 sq um, CTS Hold Bufs 0, VDD IR max 0.0000822 V, yosys simple share 22.3%, max_cap viols 0, DRT Pass-1 Iters 4, Syn-to-layout area delta 14.7%, initial antenna violation count 0, Filler Cells Inserted 888, Wirelength per Cell 9.66 microns, min-delay worst type flip-flop to flip-flop, Via density ~4, overall routing resource usage 4.52%, xor/xnor share 10.1%, setup_tns 0 ns, CTS tree yes, die extent in y 113 microns, Rows 33, CTS HTree Levels 1, Post-DRT Antenna Nets 0, Post-Synth AOI/OAI Area 9.29%, 1st-iter DRT viols 30, relative slew slack 57.6%, fraction of registers with async set or reset after synthesis 0%, cts bufs inserted 3, Synth Instances around 180, CP Class input pin to flip-flop, Die W 113 microns, Adder Area Share 21.1%, PwrDens 184 nW/um^2, endpoint class of the critical path flip-flop, main logic family after synthesis simple AND/OR/NAND/NOR gates, post-cts repair resize count 0, Yosys chip area 1480 sq um, count of tool warnings 30, fmax about 250 MHz, RSZ-0062 raised after global routing false, port bufs 5, largest net degree at the start of global routing 22, Placer Congestion 0.777, Required @ worst endpoint 6.27 ns, layout cells sized above 1 4.47%, Worst-path clk slew 0.08 ns, crit start category input pin, sequential element share of the synthesized area 30.4%, setup bufs post-CTS 0, Die Size 12800 sq um, Residual DRC 0, Crit Path Max Fanout 20, synthesized area 1480 sq um, Ant. Diodes 0, Ports 6, Tightest Pin Transition roughly 0.63 ns, Final HPWL DP 2120 microns, vias in the first global route 1129, Final setup viols 0, Worst-Skew Late Latency roughly 0.26 ns, flip-flops with a built-in enable 1, maximum clock insertion buffer count 2, cycle use final 62.3%, Worst EP arrival 3.89 ns, Registers, synthesis 22, final hold viol count 0, CORE AREA 8300 sq um, Yosys Warn Count 1, max-slew violations 0, root buf cell clkbuf_8, Pleak 0.000707 uW, Power, Total 313 uW, post-synth cell types 30
## report_power, final
group | internal, uW | total (uW) | leakage, uW | switching (uW)
registers | 143 | 145 | 0.000180 | 2.36
clock network | 84.9 | 130 | 0.0000357 | 44.7
logic | 16.6 | 38.2 | 0.000492 | 21.6
## worst max-delay path, cell delays in order
cell and delay [ns]:
clkdlybuf4s50_1 0.60, inv_1 0.15, ha_1 0.31, nor2b_1 0.21, a21oi_1 0.10, ha_1 0.34
nand4_1 0.13, nor4_2 0.28, nand3_1 0.11, o21ai_1 0.14, buf_4 0.24
## cells by family after synthesis
group	count (synthesis)
adders and majority gates	25
DFF	22
AOI/OAI and AO/OA	24
and+or+nand+nor	69
buffers and inverters	15
xor gates and xnor gates	17
muxes	2
other	1
## cell usage after synthesis (2+ instances only)
library cell / n / share of area, %
xor2_1: 12 / 7.1
clkbuf_1: 2 / 0.51
ha_1: 25 / 21
and3_1: 5 / 2.1
nand4_1: 5 / 2.1
xnor2_1: 5 / 3.0
inv_1: 9 / 2.3
o21ai_0: 4 / 1.4
buf_6: 2 / 1.5
and4_1: 2 / 1.2
nor2b_1: 3 / 1.3
dfxtp_1: 21 / 28
nand2_1: 13 / 3.3
nand3_1: 11 / 3.7
nor2_1: 26 / 6.6
a21oi_1: 15 / 5.1
a211oi_1: 2 / 1.0
## layer usage
| metal | GRT usage (%) | wire length [microns] | up-vias |
|---|---|---|---|
| met5 | 0 | 0 | - |
| met2 | 6.68 | 1060 | 17 |
| met3 | 1.12 | 145 | 5 |
| met4 | 0.846 | 47 | 0 |
| met1 | 6.53 | 1490 | 484 |
| li1 | - | - | 604 |
## state kept, by name (all words and copies together), names as in the netlist
name	flops
clk_count	20
speak	1
speak_out	1
## cell usage in the layout (no fill, tap or decap)
cell and instances:
xnor2_1 5, and2_1 1, nor4_2 1, dfxtp_1 21, and4_1 2, o21a_1 1
nand2b_1 1, nor2b_1 3, and3_1 5, a2111oi_2 1, ha_1 25, a21oi_1 15
nand2_1 13, o21ai_1 1, nor2_1 26, buf_4 1, o21ai_0 4, nand3_1 11
a211oi_1 2, inv_1 9, mux2i_1 1, edfxtp_1 1, nor3_1 1, nand4_1 5
bufinv_16 1, conb_1 1, clkbuf_8 3, mux2_2 1, clkdlybuf4s50_1 5, xor2_1 12
## path summary, 6_finish.rpt
path              slack (ns)  cells past startpoint            to           from
setup / recovery        2.38                     11         speak        note[0]
hold / removal          0.47                      1  clk_count[0]   clk_count[0]
setup reg to reg        4.39                      6         speak  clk_count[17]
hold reg to reg         0.47                      1  clk_count[0]   clk_count[0]
## cell type report
cell class,count,area (sq um),share of cell area [%]
clock buffers,3,41.3,2.43
clock inverters,1,30.0,1.77
inverters,9,33.8,1.99
multi-input cells,138,955,56.2
flip-flops and latches,22,450,26.5
well taps,105,131,7.73
repair buffers,6,57.6,3.39
## stage by stage
step | worst slack [ns] | utilization, % | std cells | hold slack [ns] | area, sq um
after floorplan | 2.92 | - | 175 | 0.426 | 1480
after global placement | 2.17 | 19.6 | 280 | 0.444 | 1630
after detailed placement | 2.11 | 19.6 | 280 | 0.451 | 1630
after CTS | 2.38 | 20.5 | 284 | 0.472 | 1700
after global routing | 2.16 | 20.5 | 284 | 0.531 | 1700
final | 2.38 | 20.5 | 284 | 0.466 | 1700
Power and IR drop assume default switching activity.
